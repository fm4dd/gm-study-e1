==> ./design.v <==
module buzzer(
  input clk,
  input rst,
  input [3:0] stbtn,
  output reg [9:0] stled,
  output [7:0] sthex1,
  output [7:0] sthex2,
  output reg stbuz
);
reg [4:0] data_0;    
reg [4:0] data_1;    
reg [25:0] pulse;    
reg [25:0] freqdiv;  
reg clk_out;         
hexdigit h0 (data_0, 1'b0, sthex1);
hexdigit h1 (data_1, 1'b0, sthex2);
always @(posedge clk_out) 
begin
  if((stbtn[0] == 1) && (stbtn[1] == 1) &&
     (stbtn[2] == 1) && (stbtn[3] == 1))
  begin
    stled <= 10'd0;   
    data_0 = 5'd20;   
    data_1 = 5'd20;   
  end
  else
  begin
    if(stbtn[0] == 0)
    begin 
      freqdiv <= 26'd2499;
      stbuz <= ~stbuz;
      stled[0] <= 1'b1;
      data_1 = 5'd11;
      data_0 = 5'd0;
    end
    if(stbtn[1] == 0)
    begin
      freqdiv <= 26'd3199;
      stbuz <= ~stbuz;
      stled[1] <= 1'b1;
      data_1 = 5'd11;
      data_0 = 5'd1;
    end
    if(stbtn[2] == 0)
    begin
      freqdiv <= 26'd3999;
      stbuz <= ~stbuz;
      stled[2] <= 1'b1;
      data_1 = 5'd11;
      data_0 = 5'd2;
    end
    if(stbtn[3] == 0)
    begin
      freqdiv <= 26'd4599;
      stbuz <= ~stbuz;
      stled[3] <= 1'b1;
      data_1 = 5'd11;
      data_0 = 5'd3;
    end
  end
end
always @(posedge clk or negedge rst)
begin
  if (!rst) begin
    clk_out = 1'b1;
    pulse = 0;
  end
  else begin
    pulse <= pulse + 1;
    if(pulse == freqdiv)
    begin
      clk_out <= ~clk_out;
      pulse <= 0;
    end
  end
end
endmodule
module hexdigit(
  input wire [4:0] in,
  input wire dp,
  output reg [7:0] out
  );
always @* begin
  out = 8'b11111111;
  case(in)
    4'h0: begin  
      out[7] = 1'b1;
      out[6] = 1'b0;
      out[5] = 1'b0;
      out[4] = 1'b0;
      out[3] = 1'b0;
      out[2] = 1'b0;
      out[1] = 1'b0;
      out[0] = ~dp;
    end
    4'h1: begin  
      out[7] = 1'b1;
      out[6] = 1'b1;
      out[5] = 1'b1;
      out[4] = 1'b1;
      out[3] = 1'b0;
      out[2] = 1'b0;
      out[1] = 1'b1;
      out[0] = ~dp;
    end
    4'h2: begin  
      out[7] = 1'b0;
      out[6] = 1'b1;
      out[5] = 1'b0;
      out[4] = 1'b0;
      out[3] = 1'b1;
      out[2] = 1'b0;
      out[1] = 1'b0;
      out[0] = ~dp;
    end
    4'h3: begin  
      out[7] = 1'b0;
      out[6] = 1'b1;
      out[5] = 1'b1;
      out[4] = 1'b0;
      out[3] = 1'b0;
      out[2] = 1'b0;
      out[1] = 1'b0;
      out[0] = ~dp;
    end
     4'h4: begin  
      out[7] = 1'b0;
      out[6] = 1'b0;
      out[5] = 1'b1;
      out[4] = 1'b1;
      out[3] = 1'b0;
      out[2] = 1'b0;
      out[1] = 1'b1;
      out[0] = ~dp;
    end
    4'h5: begin  
      out[7] = 1'b0;
      out[6] = 1'b0;
      out[5] = 1'b1;
      out[4] = 1'b0;
      out[3] = 1'b0;
      out[2] = 1'b1;
      out[1] = 1'b0;
      out[0] = ~dp;
    end
    4'h6: begin  
      out[7] = 1'b0;
      out[6] = 1'b0;
      out[5] = 1'b0;
      out[4] = 1'b0;
      out[3] = 1'b0;
      out[2] = 1'b1;
      out[1] = 1'b0;
      out[0] =  ~dp;
    end
    4'h7: begin  
      out[7] = 1'b1;
      out[6] = 1'b1;
      out[5] = 1'b1;
      out[4] = 1'b1;
      out[3] = 1'b0;
      out[2] = 1'b0;
      out[1] = 1'b0;
      out[0] =  ~dp;
    end
    4'h8: begin  
      out[7] = 1'b0;
      out[6] = 1'b0;
      out[5] = 1'b0;
      out[4] = 1'b0;
      out[3] = 1'b0;
      out[2] = 1'b0;
      out[1] = 1'b0;
      out[0] =  ~dp;
    end
    4'h9: begin  
      out[7] = 1'b0;
      out[6] = 1'b0;
      out[5] = 1'b1;
      out[4] = 1'b0;
      out[3] = 1'b0;
      out[2] = 1'b0;
      out[1] = 1'b0;
      out[0] =  ~dp;
    end
    4'ha: begin  
      out[7] = 1'b0;
      out[6] = 1'b0;
      out[5] = 1'b0;
      out[4] = 1'b1;
      out[3] = 1'b0;
      out[2] = 1'b0;
      out[1] = 1'b0;
      out[0] =  ~dp;
    end
    4'hb: begin  
      out[7] = 1'b0;
      out[6] = 1'b0;
      out[5] = 1'b0;
      out[4] = 1'b0;
      out[3] = 1'b0;
      out[2] = 1'b1;
      out[1] = 1'b1;
      out[0] =  ~dp;
    end
    4'hc: begin  
      out[7] = 1'b1;
      out[6] = 1'b0;
      out[5] = 1'b0;
      out[4] = 1'b0;
      out[3] = 1'b1;
      out[2] = 1'b1;
      out[1] = 1'b0;
      out[0] =  ~dp;
    end
    4'hd: begin  
      out[7] = 1'b0;
      out[6] = 1'b1;
      out[5] = 1'b0;
      out[4] = 1'b0;
      out[3] = 1'b0;
      out[2] = 1'b0;
      out[1] = 1'b1;
      out[0] =  ~dp;
    end
    4'he: begin  
      out[7] = 1'b0;
      out[6] = 1'b0;
      out[5] = 1'b0;
      out[4] = 1'b0;
      out[3] = 1'b1;
      out[2] = 1'b1;
      out[1] = 1'b0;
      out[0] =  ~dp;
    end
    4'hf: begin  
      out[7] = 1'b0;
      out[6] = 1'b0;
      out[5] = 1'b0;
      out[4] = 1'b1;
      out[3] = 1'b1;
      out[2] = 1'b1;
      out[1] = 1'b0;
      out[0] =  ~dp;
    end
    5'b10000: out = 8'b00000000;  
    5'b10001: out = 8'b01111111;  
    5'b10010: out = 8'b11101111;  
    5'b10011: out = 8'b00100101;  
    default: out = 8'b11111111;
  endcase
end
endmodule
==> ./run.sh <==
#!/bin/bash
# OpenROAD 26Q1-2900-gdf79404cd8, Yosys 0.63+post, stock flow scripts
make -C /OpenROAD-flow-scripts/flow DESIGN_CONFIG=/design/flow/config.mk WORK_HOME=/design/flow/orfs finish
==> ./config.mk <==
export PLATFORM = sky130hd
export DESIGN_NAME = buzzer
export DESIGN_NICKNAME = buzzer
export VERILOG_FILES = /design/flow/design.v
export SDC_FILE = /design/flow/constraint.sdc
export NUM_CORES = 4
export LEC_CHECK = 1
export CORE_UTILIZATION = 40
==> ./constraint.sdc <==
current_design buzzer

set clk_period 6.0
set clk_io_pct 0.2

create_clock -name clk0 -period $clk_period [get_ports {clk}]

set non_clock_inputs [all_inputs -no_clocks]
set_input_delay [expr $clk_period * $clk_io_pct] -clock clk0 $non_clock_inputs
set_output_delay [expr $clk_period * $clk_io_pct] -clock clk0 [all_outputs]
==> summary.txt <==
Stage-log warning count: 25
Met2 wire len: 1607 um
DR WL/cell: 11.65 um
Main flop type: dfrtp_1
Residual DRC: 0
Logic gate share of total power: 4.1%
Least-Margin Pin Slew: 0.8151 ns
Setup_tns: 0 ns
FP Rows: 26
Starting DRC count in detailed routing: 53
Data required, critical path: 6.21 ns
Largest fanout on the critical path: 15
Avg Inst Size Synth: 10.45 um2
Period utilization: 33.09%
Synth Register Bits: 45
WL met1: 1628 um
CTS Buf Count: 3
Clock Tree Root: clkbuf_8
Via Count: 1347
Yosys stat chip area: 0.002142 mm2
Final Instance Area: 0.002372 mm2
Max-cap violation count: 0
GR Util All Layers: 13.88%
Vias per cell: 4.645
Pwr/cell area: 126.4 mW/mm2
Max_slew headroom: 45.25%
Startpoint type of the worst setup path: register
Biggest area cells: dfrtp_1 30%, edfxtp_1 13%, xor2_1 9.0%, dfxtp_1 8.4%, buf_4 5.6%
CTS H-Tree Depth: 1
CP cell instances: nor4_2, o211ai_1, nor4_4, xor2_1
Pre-antenna DRT Iters: 4
Cell count after synthesis: 205
RSZ-0062 raised after global routing: false
P_int: 0.2346 mW
CTS max path bufs: 2
Top cell type by total area after synthesis: dfrtp_1
# hold bufs at CTS: 0
Skew final: 0.008902 ns
Flop pwr share: 61.2%
Number of register pins that no clock reaches: 18
Fin crit period: 1.986 ns
Util after Layout: 46.15%
Hold WS: 0.4894 ns
Final worst slack: 4.014 ns
Critical path data arrival time: 2.20 ns
Final wirelength: 3379 um
Synthesized area: 0.002142 mm2
Sw power: 0.06515 mW
Maximum VDD drop: 0.0001019 V
Post-synth top cells: 26 x dfrtp_1, 22 x nor2_1, 22 x xor2_1
Final setup fails: 0
Post-Layout Cell Count: 290
P&R area growth vs syn: 10.75%
Final ANT Viol Nets: 0
Metal3 WL: 122 um
Sw Ratio: 21.74%
EDFF count, synth: 9
Die area: 0.005652 mm2
Yosys cell types: 38
CP top delay family: simple AND/OR/NAND/NOR gates
Most instantiated library cell after synthesis: dfrtp_1
Post-synth seq share: 52.63%
Crit path buf inv count: 0
DP Area: 0.002326 mm2
Worst-path clk slew: 0.10 ns
Top-area cell share: 30.37%
Final Hold Violation Tally: 0
Pre-CTS setup slack: 3.967 ns
Min-delay worst type: reg2reg
Area of the core: 0.005140 mm2
Die Wd: 75.18 um
Die Ht: 75.18 um
Peak Freq: 0.5036 GHz
CP endpoint kind: register
Inserted Diodes: 0
Post-cts sizing count: 0
First-pass GRT wire length: 5851 um
Fp util: 41.67%
Vias in the first global route: 1261
Placer Congestion: 0.7849
Cells after DPL: 286
Endpoints left unconstrained: 44
Share of cells above drive strength 1: 6.818%
Status: complete, no violations
YS warnings: 2
IO Count: 33
Slew Limit Fails: 0
Clock group share of total power: 34.8%
Port buffer count: 22
CTS tree: yes
Highest routed layer: met4
Setup bufs post-CTS: 0
Worst-Skew Late Latency: 0.27 ns
Power Total: 0.2998 mW
Synth async-reset ratio: 60.00%
Leak pwr: 1.111 nW
Overflow after GRT: 0
Crit Path Class: reg2reg
Largest net degree at the start of global routing: 28
CP peak stage delay: 0.76 ns
Yosys Instances: 205
Initial antenna violation count: 0
Slowest CP cell: nor4_4
Hpwl dp: 2446 um
flip-flops by register name (all words and copies together), names as in the netlist:
signal,count
clk_out,1
data_0,4
data_1,1
freqdiv,8
pulse,26
stbuz,1
stled,4
final timing paths:
check	slack, ns	cells after the start	from	end
worst max-delay path	4.01	4	pulse[15]$_DFF_PN0_	clk_out$_DFFE_PN1N_
worst min-delay path	0.49	1	pulse[25]$_DFF_PN0_	pulse[25]$_DFF_PN0_
worst max register to register	4.01	4	pulse[15]$_DFF_PN0_	clk_out$_DFFE_PN1N_
worst min register to register	0.49	1	pulse[25]$_DFF_PN0_	pulse[25]$_DFF_PN0_
max in group asynchronous	4.41	2	rst	clk_out$_DFFE_PN1N_
min in group asynchronous	1.29	2	rst	pulse[2]$_DFF_PN0_
routing by layer:
| layer | GRT usage (%) | vias to the layer above |
|---|---|---|
| met3 | 2.035 | 2 |
| met4 | 0.8230 | 0 |
| met1 | 21.14 | 628 |
| met5 | 0 | - |
| li1 | - | 694 |
| met2 | 23.32 | 23 |
power groups by stage:
stage	clock network, mW	registers [mW]	logic [mW]
after global routing	0.115	0.183	0.0143
final	0.104	0.183	0.0122
after CTS	0.107	0.183	0.0127
cell families (layout without fill, tap and decap cells):
logic type               Yosys count  in the layout  share of synthesized area [%]
flip-flops                        45             45                          52.63
adder cells (fa/ha/maj)            1              1                         0.5840
buffers and inverters             34             41                          9.988
XOR/XNOR                          29             29                          11.86
other                              2             10                         0.3506
AND-OR/OR-AND                      7              7                          1.928
AND/OR/NAND/NOR                   87             87                          22.66
layout by cell type, fill, tap and decap left out, types with 2 or more instances in the layout:
cell type / n
inv_1: 14
nand3_1: 9
xor2_1: 22
edfxtp_1: 9
dfrtp_1: 26
conb_1: 10
nand4_1: 7
nor4_1: 6
dfxtp_1: 9
nand2_1: 16
clkbuf_8: 3
and3_1: 4
a21oi_1: 3
nor3_1: 8
and3_2: 2
xnor2_1: 7
nor2_1: 22
clkdlybuf4s50_1: 22
and4_1: 2
cell type report:
cell class                      count  area (um2)
Clock inverter                      1       5.005
Multi-Input combinational cell    134       830.8
Fill cell                         505        2768
Clock buffer                        3       41.29
Timing Repair Buffer               23       227.7
Sequential cell                    45        1127
Tap cell                           70       87.58
Inverter                           14       52.55
Power is estimated from default activity; no workload was simulated.
