===== /design/flow/design.v =====
module count(
  input clk,
  input rst,
  input  [9:0] stswi,
  output [9:0] stled,
  output [7:0] sthex0,
  output [7:0] sthex1,
  output [7:0] sthex2,
  output [7:0] sthex3,
  output [7:0] sthex4,
  output [7:0] sthex5
);
parameter pulsebreak = 23'd4999999;  
reg clk_1hz;
reg [15:0] count;
reg [24:0] pulse;
wire [4:0] data_0;
wire [4:0] data_1;
wire [4:0] data_2;
wire [4:0] data_3;
wire [4:0] data_4;
wire [4:0] data_5;
assign stled = count;   
hexdigit h0 (data_0, clk_1hz, sthex0);
hexdigit h1 (data_1, clk_1hz, sthex1);
hexdigit h2 (data_2, clk_1hz, sthex2);
hexdigit h3 (data_3, clk_1hz, sthex3);
hexdigit h4 (data_4, clk_1hz, sthex4);
hexdigit h5 (data_5, clk_1hz, sthex5);
assign data_0 = stswi[0] ?count[3:0]   :20; 
assign data_1 = stswi[1] ?count[7:4]   :20;
assign data_2 = stswi[2] ?count[11:8]  :20;
assign data_3 = stswi[3] ?count[15:12] :20;
assign data_4 = stswi[4] ?0            :20;
assign data_5 = stswi[5] ?0            :20;
always @(posedge clk_1hz or negedge rst)
begin
  if (!rst) count = 0;
  else count <= count + 1;
end
always @(posedge clk or negedge rst)
begin
  if (!rst) begin
    clk_1hz = 1'b1;
    pulse = 0;
  end
  else begin
    pulse <= pulse + 1;
    if(pulse == pulsebreak) begin
      pulse <= 0;
      clk_1hz <= ~clk_1hz;
    end
  end
end
endmodule
module hexdigit(
  input wire [4:0] in,
  input wire dp,
  output reg [7:0] out
  );
always @* begin
  out = 8'b11111111;
  case(in)
    4'h0: begin  
      out[7] = 1'b1;
      out[6] = 1'b0;
      out[5] = 1'b0;
      out[4] = 1'b0;
      out[3] = 1'b0;
      out[2] = 1'b0;
      out[1] = 1'b0;
      out[0] = ~dp;
    end
    4'h1: begin  
      out[7] = 1'b1;
      out[6] = 1'b1;
      out[5] = 1'b1;
      out[4] = 1'b1;
      out[3] = 1'b0;
      out[2] = 1'b0;
      out[1] = 1'b1;
      out[0] = ~dp;
    end
    4'h2: begin  
      out[7] = 1'b0;
      out[6] = 1'b1;
      out[5] = 1'b0;
      out[4] = 1'b0;
      out[3] = 1'b1;
      out[2] = 1'b0;
      out[1] = 1'b0;
      out[0] = ~dp;
    end
    4'h3: begin  
      out[7] = 1'b0;
      out[6] = 1'b1;
      out[5] = 1'b1;
      out[4] = 1'b0;
      out[3] = 1'b0;
      out[2] = 1'b0;
      out[1] = 1'b0;
      out[0] = ~dp;
    end
     4'h4: begin  
      out[7] = 1'b0;
      out[6] = 1'b0;
      out[5] = 1'b1;
      out[4] = 1'b1;
      out[3] = 1'b0;
      out[2] = 1'b0;
      out[1] = 1'b1;
      out[0] = ~dp;
    end
    4'h5: begin  
      out[7] = 1'b0;
      out[6] = 1'b0;
      out[5] = 1'b1;
      out[4] = 1'b0;
      out[3] = 1'b0;
      out[2] = 1'b1;
      out[1] = 1'b0;
      out[0] = ~dp;
    end
    4'h6: begin  
      out[7] = 1'b0;
      out[6] = 1'b0;
      out[5] = 1'b0;
      out[4] = 1'b0;
      out[3] = 1'b0;
      out[2] = 1'b1;
      out[1] = 1'b0;
      out[0] =  ~dp;
    end
    4'h7: begin  
      out[7] = 1'b1;
      out[6] = 1'b1;
      out[5] = 1'b1;
      out[4] = 1'b1;
      out[3] = 1'b0;
      out[2] = 1'b0;
      out[1] = 1'b0;
      out[0] =  ~dp;
    end
    4'h8: begin  
      out[7] = 1'b0;
      out[6] = 1'b0;
      out[5] = 1'b0;
      out[4] = 1'b0;
      out[3] = 1'b0;
      out[2] = 1'b0;
      out[1] = 1'b0;
      out[0] =  ~dp;
    end
    4'h9: begin  
      out[7] = 1'b0;
      out[6] = 1'b0;
      out[5] = 1'b1;
      out[4] = 1'b0;
      out[3] = 1'b0;
      out[2] = 1'b0;
      out[1] = 1'b0;
      out[0] =  ~dp;
    end
    4'ha: begin  
      out[7] = 1'b0;
      out[6] = 1'b0;
      out[5] = 1'b0;
      out[4] = 1'b1;
      out[3] = 1'b0;
      out[2] = 1'b0;
      out[1] = 1'b0;
      out[0] =  ~dp;
    end
    4'hb: begin  
      out[7] = 1'b0;
      out[6] = 1'b0;
      out[5] = 1'b0;
      out[4] = 1'b0;
      out[3] = 1'b0;
      out[2] = 1'b1;
      out[1] = 1'b1;
      out[0] =  ~dp;
    end
    4'hc: begin  
      out[7] = 1'b1;
      out[6] = 1'b0;
      out[5] = 1'b0;
      out[4] = 1'b0;
      out[3] = 1'b1;
      out[2] = 1'b1;
      out[1] = 1'b0;
      out[0] =  ~dp;
    end
    4'hd: begin  
      out[7] = 1'b0;
      out[6] = 1'b1;
      out[5] = 1'b0;
      out[4] = 1'b0;
      out[3] = 1'b0;
      out[2] = 1'b0;
      out[1] = 1'b1;
      out[0] =  ~dp;
    end
    4'he: begin  
      out[7] = 1'b0;
      out[6] = 1'b0;
      out[5] = 1'b0;
      out[4] = 1'b0;
      out[3] = 1'b1;
      out[2] = 1'b1;
      out[1] = 1'b0;
      out[0] =  ~dp;
    end
    4'hf: begin  
      out[7] = 1'b0;
      out[6] = 1'b0;
      out[5] = 1'b0;
      out[4] = 1'b1;
      out[3] = 1'b1;
      out[2] = 1'b1;
      out[1] = 1'b0;
      out[0] =  ~dp;
    end
    5'b10000: out = 8'b00000000;  
    5'b10001: out = 8'b01111111;  
    5'b10010: out = 8'b11101111;  
    5'b10011: out = 8'b00100101;  
    default: out = 8'b11111111;
  endcase
end
endmodule

===== /design/flow/run.sh =====
#!/bin/bash
# OpenROAD 26Q1-2900-gdf79404cd8, Yosys 0.63+post, stock flow scripts
make -C /OpenROAD-flow-scripts/flow DESIGN_CONFIG=/design/flow/config.mk WORK_HOME=/design/flow/orfs finish

===== /design/flow/config.mk =====
export PLATFORM = sky130hd
export DESIGN_NAME = count
export DESIGN_NICKNAME = count
export VERILOG_FILES = /design/flow/design.v
export SDC_FILE = /design/flow/constraint.sdc
export NUM_CORES = 4
export LEC_CHECK = 1
export CORE_UTILIZATION = 50

===== /design/flow/constraint.sdc =====
current_design count

set clk_period 3.2
set clk_io_pct 0.2

create_clock -name clk0 -period $clk_period [get_ports {clk}]

set non_clock_inputs [all_inputs -no_clocks]
set_input_delay [expr $clk_period * $clk_io_pct] -clock clk0 $non_clock_inputs
set_output_delay [expr $clk_period * $clk_io_pct] -clock clk0 [all_outputs]

==> summary.txt <==
Physical implementation.

- The flow ran to the end, and the final reports show no timing, DRC or antenna violations.
- The global-route wire length before repair is 9.07 mm.
- Across all stage logs, warnings added up to 30.
- The setup fix buffers added after clock tree synthesis is 0.
- The proportion of synthesized chip area in sequential cells is 35.9%.
- The routability-driven placement congestion ratio is 0.802.
- Timing would allow up to 397 MHz.
- For the worst-skew pair, the clock arrives at the later sink with an insertion delay of 0.26 ns.
- Looking at the clock tree report, the maximum root-to-sink buffer count equals 2.
- During synthesis, Yosys emitted a total of 2 warnings.
- The worst path required time is 2.56 ns.
- The half-perimeter wire length of the detailed placement result is 3.76 mm.
- The final setup slack of the worst path is 0.683 ns.
- According to the floorplan report, the die height is 78.6 µm.
- Summed over all instances, the cell type with the most area after synthesis is sky130_fd_sc_hd__dfrtp_1.
- The post-synthesis instance total is 344.
- The synthesized design devotes to its leading area cell type 35.0% of total area.
- The number of unique standard cell types used by synthesis is 50.
- In the final layout, the fill cell count is 483.
- The pin count of the biggest net entering global routing is 24.
- The number of synthesized flops with an enable pin is 0.
- For reference, the final report shows the hold violation count at 0.
- The per-cell via count in the routed design is 5.47.
- After layout, the setup clock skew is reported as 0.00326 ns.
- The floorplan step defined a die boundary enclosing 6170 µm².
- The worst slew margin relative to its limit is 47.7%.
- The average cell area after synthesis is 8.52 µm².
- The count of antenna diodes in the layout is 0.
- The cell total in the yosys stat output is 344.
- Max-slew check failures listed in the final report amount to 0.
- The pin closest to its max-slew limit shows a slew of 0.779 ns.
- The initial antenna violation count is 0.
- Dividing the final minimum period by the clock period gives 78.7%.
- The total core area is 5570 µm².
- The floorplan utilization is 52.6%.
- VDD sags by at most 0.331 mV.
- The CTS tree is built.
- Dividing the detail-routed wire length by the instance count gives 12.1 µm.
- Per the GRT congestion report, total overflow comes to 0.
- The netlist area before placement is 2930 µm².
- Looking at the clock tree report, the H-tree level count equals 1.
- In the global route stage, overall resource usage came out at 18.4%.
- Once detail routing completed, the nets flagged for antenna violations numbered 0.
- The async set-reset flop share out of synthesis is 100%.
- In the post-route report, total wirelength is listed as 5.32 mm.
- The number of global-route vias before repair is 1,998.
- The number of buffers inserted by port buffering is 63.
- The largest fanout on the critical path is 8.
- Max-cap violations in this run came to 0.
- Yosys reports a chip area of 2930 µm².
- The power per unit of standard cell area is 169 nW/µm².
- The total power consumption of the routed design is 0.000581 W.
- The number of rows in the core area is 27.
- The time the worst path needs with I/O delays and setup is 2.52 ns.
- The vias after detailed routing is 2,394.
- The number of cells upsized or downsized after cts is 0.
- The script parses the final routing iteration and logs DRC violations as 0.
- The endpoint type of the worst setup path is a primary output.
- By startpoint and endpoint, the worst setup path is classified as in2out.
- Summed over all failing endpoints, the final setup total negative slack is 0 ns.
- Setup repair after global routing left no endpoint under its margin.
- The leakage power in the latest report is 1.40 nW.
- The worst hold-check path type is in2async.
- The data arrival time reported for the critical path is 1.88 ns.
- The startpoint type of the worst setup path is an input port.
- According to the report, the first pass of detailed routing completed in 4 iterations.
- The top flip-flop cell by instance count after synthesis is sky130_fd_sc_hd__dfrtp_1.
- The tree is rooted in a sky130_fd_sc_hd__clkbuf_8.
- The number of hold buffers added after CTS was 0.
- Per the final layout report, the fraction of cells sized above drive strength 1 comes to 4.10%.
- The main area contributors are sky130_fd_sc_hd__dfrtp_1 35%, sky130_fd_sc_hd__buf_4 6.1%, sky130_fd_sc_hd__xor2_1 6.0%.
- The total setup violations reported at the end of the flow is 0.
- The number of ports placed on the die boundary is 70.
- The post-synth register bit count is 42.
- After the first detailed-routing iteration, the DRC count stood at 74.
- The TritonCTS buffer count is 3.
- The number of unconstrained endpoints is 26.
- The worst setup timing slack at the placement stage is 0.678 ns.
- The timer found 16 register pins that no clock reaches; their paths are not timed.
- The signed area change from the synthesized netlist to the final layout is 17.0%.
- The die is 78.6 µm wide.
- Per the post-CTS timing run, clock transition at the registers of the reported paths is 0.08 ns.
## power breakdown
group / switching [W] / total [W] / internal, W
clock network: 0.0000945 / 0.000183 / 0.0000889
registers: 0 / 0.000328 / 0.000328
logic: 0.0000221 / 0.0000691 / 0.0000470
## flip-flops by register name, summed over array words and instances, names as in the netlist
name     flops
pulse       25
count       16
clk_1hz      1
## kinds of logic (layout without fill, tap and decap cells)
| kind of cell | Yosys count | count (layout) | synth area share (%) |
|---|---|---|---|
| fa+ha+maj | 2 | 2 | 0.854 |
| other cells | 1 | 2 | 0.128 |
| xor+xnor | 36 | 36 | 11.0 |
| buf+inv | 55 | 76 | 10.3 |
| mux | 3 | 3 | 1.07 |
| simple gates | 144 | 144 | 27.1 |
| compound gates | 61 | 61 | 13.6 |
| flops | 42 | 42 | 35.9 |
## path summary, 6_finish.rpt
path                                     start                   to  slack [ns]  cells after the start
hold reg to reg            pulse[24]$_DFF_PN0_  pulse[24]$_DFF_PN0_        0.47                      1
hold / removal                             rst  pulse[23]$_DFF_PN0_        0.33                      1
setup / recovery                      stswi[0]            sthex0[4]        0.68                      3
setup reg to reg            pulse[0]$_DFF_PN0_  clk_1hz$_DFFE_PN1N_        1.18                      5
min in group clk0          pulse[24]$_DFF_PN0_  pulse[24]$_DFF_PN0_        0.47                      1
max in group asynchronous                  rst  clk_1hz$_DFFE_PN1N_        2.18                      2
## metal layers
metal	global-route usage, %	wire length (µm)	up-vias	share of wire [%]
met4	0.370	10	0	0.19
met2	28.4	2380	49	45
met5	0	0	-	0
met1	30.0	2710	1106	51
li1	-	-	1237	-
met3	2.60	224	2	4.2
## area by class of cell
type,instances,area [µm²],area share [%]
multi-input cells,248,1580,46.0
clock buffers,4,45.0,1.31
inverters,8,30.0,0.876
repair buffers,64,633,18.5
well taps,72,90.1,2.63
flip-flops and latches,42,1050,30.7
## worst max-delay path, cell delays in order
cell and delay (ns):
sky130_fd_sc_hd__clkdlybuf4s50_1 0.62, sky130_fd_sc_hd__o311ai_0 0.18, sky130_fd_sc_hd__clkdlybuf4s50_1 0.44
## Yosys cell counts (3+ instances only)
cell type / n
sky130_fd_sc_hd__nor4_1: 5
sky130_fd_sc_hd__nor2_1: 23
sky130_fd_sc_hd__xnor2_1: 15
sky130_fd_sc_hd__nand4_1: 6
sky130_fd_sc_hd__o31ai_1: 3
sky130_fd_sc_hd__o21ai_0: 20
sky130_fd_sc_hd__buf_1: 6
sky130_fd_sc_hd__nand2b_1: 9
sky130_fd_sc_hd__o311ai_0: 6
sky130_fd_sc_hd__or3_1: 4
sky130_fd_sc_hd__buf_2: 5
sky130_fd_sc_hd__inv_1: 8
sky130_fd_sc_hd__buf_4: 24
sky130_fd_sc_hd__nand4b_1: 3
sky130_fd_sc_hd__clkbuf_1: 12
sky130_fd_sc_hd__o221ai_1: 3
sky130_fd_sc_hd__and3_1: 3
sky130_fd_sc_hd__xor2_1: 20
sky130_fd_sc_hd__dfrtp_1: 41
sky130_fd_sc_hd__o21a_1: 3
sky130_fd_sc_hd__nand2_1: 41
sky130_fd_sc_hd__nor2b_1: 3
sky130_fd_sc_hd__a21oi_1: 7
sky130_fd_sc_hd__and4_1: 5
sky130_fd_sc_hd__o211ai_1: 12
sky130_fd_sc_hd__nor3_1: 8
sky130_fd_sc_hd__nand3_1: 19
## cell usage in the layout (no fill, tap or decap), types with 3 or more instances in the layout
cell type | netlist | layout
sky130_fd_sc_hd__nand3_1 | 19 | 19
sky130_fd_sc_hd__inv_1 | 8 | 8
sky130_fd_sc_hd__nor3_1 | 8 | 8
sky130_fd_sc_hd__nand4_1 | 6 | 6
sky130_fd_sc_hd__nand2_1 | 41 | 41
sky130_fd_sc_hd__a21oi_1 | 7 | 7
sky130_fd_sc_hd__o21a_1 | 3 | 3
sky130_fd_sc_hd__or3_1 | 4 | 4
sky130_fd_sc_hd__o21ai_0 | 20 | 20
sky130_fd_sc_hd__xnor2_1 | 15 | 15
sky130_fd_sc_hd__nor4_1 | 5 | 5
sky130_fd_sc_hd__nor2_1 | 23 | 23
sky130_fd_sc_hd__clkdlybuf4s50_1 | 0 | 62
sky130_fd_sc_hd__o221ai_1 | 3 | 3
sky130_fd_sc_hd__dfrtp_1 | 41 | 41
sky130_fd_sc_hd__and3_1 | 3 | 3
sky130_fd_sc_hd__nand4b_1 | 3 | 3
sky130_fd_sc_hd__nand2b_1 | 9 | 9
sky130_fd_sc_hd__nor2b_1 | 3 | 3
sky130_fd_sc_hd__and4_1 | 5 | 5
sky130_fd_sc_hd__o211ai_1 | 12 | 12
sky130_fd_sc_hd__o31ai_1 | 3 | 3
sky130_fd_sc_hd__o311ai_0 | 6 | 6
sky130_fd_sc_hd__xor2_1 | 20 | 20
sky130_fd_sc_hd__clkbuf_8 | 0 | 3
## through the flow
step                      cells  hold WS [ns]  instance area [µm²]  utilization [%]
final                       438         0.326                 3430             61.5
after global routing        438         0.370                 3430             61.5
after CTS                   438         0.343                 3430             61.5
after detailed placement    434         0.461                 3380             60.7
after global placement      434         0.462                 3380             60.7
after floorplan             345         0.344                 2930                -
Power figures rest on the tool's default switching activity, not on a simulated workload.
