$ cat ./constraint.sdc
current_design button

set clk_period 8.9
set clk_io_pct 0.2

create_clock -name clk0 -period $clk_period [get_ports {clk}]

set non_clock_inputs [all_inputs -no_clocks]
set_input_delay [expr $clk_period * $clk_io_pct] -clock clk0 $non_clock_inputs
set_output_delay [expr $clk_period * $clk_io_pct] -clock clk0 [all_outputs]
$ cat ./design.v
module button(
   input wire clk,
   input wire rst,
   input wire [2:0] stbtn,
   output wire [9:0] stled,
   output wire [7:0] sthex4,
   output wire [7:0] sthex5
);
wire [4:0] data_0;
wire [4:0] data_1;
reg [9:0] lednum;
reg [22:0] div;
reg [1:0] mode;
reg speed;
reg dir;
assign stled = ~lednum;
hexdigit h0 (data_0, 1'b0, sthex4);
hexdigit h1 (data_1, 1'b0, sthex5);
assign  data_0 = mode;
assign  data_1 = dir? 5'd11 : 5'd15;
get_speed sp (clk, rst, div, speed);
reg btn0, btn1;
wire btn0_down, btn1_down;
wire btn0_up, btn1_up;
debounce d0 (stbtn[0], clk, btn0, btn0_down, btn0_up);
debounce d1 (stbtn[1], clk, btn1, btn1_down, btn1_up);
always @(posedge clk or negedge rst)
begin
  if (!rst) begin
    mode <= 2'd0;
    dir <= 1'b0;
  end
  else begin
    if(btn0_down) mode = mode + 1;  
    if(btn1_down) dir = ~dir;       
  end
end
always @(posedge speed or negedge rst)
begin
  if(!rst) begin
    lednum = 10'b1111111110;   
  end
  else begin
    case (mode)
      0: div = 23'd312499;   
      1: div = 23'd624999;   
      2: div = 23'd1249999;  
      3: div = 23'd2499999;  
    endcase
    if(!dir)    
      if(lednum != 10'b0111111111) begin
        lednum[9] = lednum[8];
        lednum[8] = lednum[7];
        lednum[7] = lednum[6];
        lednum[6] = lednum[5];
        lednum[5] = lednum[4];
        lednum[4] = lednum[3];
        lednum[3] = lednum[2];
        lednum[2] = lednum[1];
        lednum[1] = lednum[0];
        lednum[0] = 1'b1;
      end
      else lednum = 10'b1111111110;
    else begin   
      if(lednum != 10'b1111111110) begin
        lednum[0] = lednum[1];
        lednum[1] = lednum[2];
        lednum[2] = lednum[3];
        lednum[3] = lednum[4];
        lednum[4] = lednum[5];
        lednum[5] = lednum[6];
        lednum[6] = lednum[7];
        lednum[7] = lednum[8];
        lednum[8] = lednum[9];
        lednum[9] = 1'b1;
      end
      else lednum = 10'b0111111111;
    end
  end
end
endmodule
module get_speed(
  input wire clk,
  input wire rst,
  input reg [22:0] div,
  output reg clk_out
);
reg [22:0] count;
always @(posedge clk or negedge rst)
begin
  if (!rst) begin
    clk_out = 1'b1;
    count = 0;
  end
  else begin 
    count <= count + 1;
    if(count == div) begin
      count <= 0;
      clk_out <= ~clk_out;
    end
  end
end
endmodule
module hexdigit(
  input wire [4:0] in,
  input wire dp,
  output reg [7:0] out
  );
always @* begin
  out = 8'b11111111;
  case(in)
    4'h0: begin  
      out[7] = 1'b1;
      out[6] = 1'b0;
      out[5] = 1'b0;
      out[4] = 1'b0;
      out[3] = 1'b0;
      out[2] = 1'b0;
      out[1] = 1'b0;
      out[0] = ~dp;
    end
    4'h1: begin  
      out[7] = 1'b1;
      out[6] = 1'b1;
      out[5] = 1'b1;
      out[4] = 1'b1;
      out[3] = 1'b0;
      out[2] = 1'b0;
      out[1] = 1'b1;
      out[0] = ~dp;
    end
    4'h2: begin  
      out[7] = 1'b0;
      out[6] = 1'b1;
      out[5] = 1'b0;
      out[4] = 1'b0;
      out[3] = 1'b1;
      out[2] = 1'b0;
      out[1] = 1'b0;
      out[0] = ~dp;
    end
    4'h3: begin  
      out[7] = 1'b0;
      out[6] = 1'b1;
      out[5] = 1'b1;
      out[4] = 1'b0;
      out[3] = 1'b0;
      out[2] = 1'b0;
      out[1] = 1'b0;
      out[0] = ~dp;
    end
     4'h4: begin  
      out[7] = 1'b0;
      out[6] = 1'b0;
      out[5] = 1'b1;
      out[4] = 1'b1;
      out[3] = 1'b0;
      out[2] = 1'b0;
      out[1] = 1'b1;
      out[0] = ~dp;
    end
    4'h5: begin  
      out[7] = 1'b0;
      out[6] = 1'b0;
      out[5] = 1'b1;
      out[4] = 1'b0;
      out[3] = 1'b0;
      out[2] = 1'b1;
      out[1] = 1'b0;
      out[0] = ~dp;
    end
    4'h6: begin  
      out[7] = 1'b0;
      out[6] = 1'b0;
      out[5] = 1'b0;
      out[4] = 1'b0;
      out[3] = 1'b0;
      out[2] = 1'b1;
      out[1] = 1'b0;
      out[0] =  ~dp;
    end
    4'h7: begin  
      out[7] = 1'b1;
      out[6] = 1'b1;
      out[5] = 1'b1;
      out[4] = 1'b1;
      out[3] = 1'b0;
      out[2] = 1'b0;
      out[1] = 1'b0;
      out[0] =  ~dp;
    end
    4'h8: begin  
      out[7] = 1'b0;
      out[6] = 1'b0;
      out[5] = 1'b0;
      out[4] = 1'b0;
      out[3] = 1'b0;
      out[2] = 1'b0;
      out[1] = 1'b0;
      out[0] =  ~dp;
    end
    4'h9: begin  
      out[7] = 1'b0;
      out[6] = 1'b0;
      out[5] = 1'b1;
      out[4] = 1'b0;
      out[3] = 1'b0;
      out[2] = 1'b0;
      out[1] = 1'b0;
      out[0] =  ~dp;
    end
    4'ha: begin  
      out[7] = 1'b0;
      out[6] = 1'b0;
      out[5] = 1'b0;
      out[4] = 1'b1;
      out[3] = 1'b0;
      out[2] = 1'b0;
      out[1] = 1'b0;
      out[0] =  ~dp;
    end
    4'hb: begin  
      out[7] = 1'b0;
      out[6] = 1'b0;
      out[5] = 1'b0;
      out[4] = 1'b0;
      out[3] = 1'b0;
      out[2] = 1'b1;
      out[1] = 1'b1;
      out[0] =  ~dp;
    end
    4'hc: begin  
      out[7] = 1'b1;
      out[6] = 1'b0;
      out[5] = 1'b0;
      out[4] = 1'b0;
      out[3] = 1'b1;
      out[2] = 1'b1;
      out[1] = 1'b0;
      out[0] =  ~dp;
    end
    4'hd: begin  
      out[7] = 1'b0;
      out[6] = 1'b1;
      out[5] = 1'b0;
      out[4] = 1'b0;
      out[3] = 1'b0;
      out[2] = 1'b0;
      out[1] = 1'b1;
      out[0] =  ~dp;
    end
    4'he: begin  
      out[7] = 1'b0;
      out[6] = 1'b0;
      out[5] = 1'b0;
      out[4] = 1'b0;
      out[3] = 1'b1;
      out[2] = 1'b1;
      out[1] = 1'b0;
      out[0] =  ~dp;
    end
    4'hf: begin  
      out[7] = 1'b0;
      out[6] = 1'b0;
      out[5] = 1'b0;
      out[4] = 1'b1;
      out[3] = 1'b1;
      out[2] = 1'b1;
      out[1] = 1'b0;
      out[0] =  ~dp;
    end
    5'b10000: out = 8'b00000000;  
    5'b10001: out = 8'b01111111;  
    5'b10010: out = 8'b11101111;  
    5'b10011: out = 8'b00100101;  
    default: out = 8'b11111111;
  endcase
end
endmodule
module debounce(
  input btn,
  input clk,
  output reg btn_state,
  output btn_down,
  output btn_up
);
reg btn_sync_0;
always @(posedge clk) btn_sync_0 <= ~btn;   
reg btn_sync_1;
always @(posedge clk) btn_sync_1 <= btn_sync_0;
reg [15:0] btn_cnt;
wire btn_idle = (btn_state==btn_sync_1);
wire btn_cnt_max = &btn_cnt;	            
always @(posedge clk)
if(btn_idle) btn_cnt <= 0;                  
else
begin
  btn_cnt <= btn_cnt + 16'd1;               
  if(btn_cnt_max) btn_state <= ~btn_state;  
end
assign btn_down = ~btn_idle & btn_cnt_max & ~btn_state;
assign btn_up   = ~btn_idle & btn_cnt_max &  btn_state;
endmodule
$ cat ./config.mk
export PLATFORM = sky130hd
export DESIGN_NAME = button
export DESIGN_NICKNAME = button
export VERILOG_FILES = /design/flow/design.v
export SDC_FILE = /design/flow/constraint.sdc
export NUM_CORES = 4
export LEC_CHECK = 1
export CORE_UTILIZATION = 50
$ cat ./run.sh
#!/bin/bash
# OpenROAD 26Q1-2900-gdf79404cd8, Yosys 0.63+post, stock flow scripts
make -C /OpenROAD-flow-scripts/flow DESIGN_CONFIG=/design/flow/config.mk WORK_HOME=/design/flow/orfs finish
==> results.yml <==
# implementation run metrics
run_status:
  status: "completed"
synthesis:
  ys_cells: 384
  ys_sh_aoi_pct: 3.170
  yosys_area_um2: 3829
  synth.distinct_cells: 36
  synth_seq_share_pct: 53.53
  ys_top_logic_family: "simple AND/OR/NAND/NOR gates"
  yosys_warnings: 4
  synth_area_um2: 3829
  mux_area_share_pct: 0
  avgSynthCellArea_um2: 9.971
  top_area_cell: "dfxtp_1"
  ys_sh_adder_pct: 2.941
  top_area_share_pct: 18.82
  netlist_instances: 384
  topCellsByArea: "dfxtp_1 19%, dfrtp_1 18%, edfxtp_1 10%, xor2_1 8.5%, dfstp_2 6.9%"
  xor_area_share_pct: 12.81
  simple_gate_share_pct: 21.86
  numSynthFlops: 86
sta:
  rsz0062_at_grt: "false"
  tns_ns: 0
  unclocked_pins: 21
  worst_slew_margin_rel_pct: 41.02
  tightest_slew_ns: 0.8767
  report.final.slew_viol_count: 0
  finalCritPeriodShare_pct: 44.13
  clock_skew_ns: 0.007403
  max_freq_ghz: 0.2546
  untimed_endpoints: 42
  finalCriticalPeriod_ns: 3.928
  hold_viol: 0
  finalSetupViolCount: 0
routing:
  remaining_drc_errors: 0
  wire_per_inst_um: 12.21
  drt_wl_total_um: 6266
  dr.pass1.iters: 4
  via_count: 2552
  postRouteAntennaNets: 0
  drt_first_iter_violations: 114
  vias_per_cell: 4.975
  antennaDiodeCount: 0
grt:
  gr-total-overflow: 0
  grt_util_all_layers_pct: 17.84
  grt_pass1_vias: 2313
  grt_max_degree: 49
  antenna_found_initial: 0
  grt_pass1_wl_um: 10660
final_layout:
  lay_top_cells: "65 x nor2_1, 37 x xor2_1, 36 x dfxtp_1, 27 x dfrtp_1, 26 x nand2_1"
  seqCellArea_um2: 2049
  area_growth_pct: 11.96
  final_common_cell: "nor2_1"
  mi_logic_area_um2: 1584
  layout-drive-gt1-share_pct: 8.454
  n_fill_cell: 606
  final_util_pct: 58.47
die:
  initial_core_util_pct: 52.23
  dieArea_um2: 8011
  coreArea_um2: 7331
  dieHeight_um: 89.51
  fp-row-count: 31
  io-pin-count: 31
  die_w_um: 89.51
critical_path:
  critPathLaunch: "mode[0]$_DFFE_PN0P_"
  required_ns: 7.12
  crit_path_end: "sthex4[2]"
  rr_endpoint: "sp.count[22]$_DFF_PN0_"
  r2r_slack_ns: 6.36
  crit_arrival_ns: 2.15
  cp_max_fo: 5
  worst-setup-path-type: "flip-flop to output port"
  reg2reg_depth: 5
  r2r_start: "sp.count[9]$_DFF_PN0_"
  start_kind: "flip-flop"
  endpoint_kind: "output port"
cts:
  cts_inserted_buffers: 9
  path_clk_slew_ns: 0.08
  hold_buffers: 0
  cts_buffer_depth: 2
  clkLatencyLatePin_ns: 0.34
  clockRootBuffer: "clkbuf_8"
  cts_resized: 0
  cts_tree: "built"
  htreeDepth: 3
  postCtsSetupRepairBufs: 0
job:
  cap_violations: 0
  tool_warnings: 31
hold_path:
  hold_path.class: "flip-flop to flip-flop"
  min_from: "d0.btn_sync_0$_DFF_P_"
pwr:
  power.density_nw_per_um2: 125.2
  p_leak_nw: 1.724
  vdd.ir_drop.worst_mv: 0.1061
placed_design:
  dpl.hpwl_um: 4278
  gp_congestion: 0.7847
  port_buffers: 23
-- how the worst min path moves through the flow --
stage / slack [ns] / cells after the start / endpoint
after CTS: 0.33 / 0 / d0.btn_sync_1$_DFF_P_
after global routing: 0.34 / 0 / d0.btn_sync_1$_DFF_P_
final: 0.33 / 0 / d0.btn_sync_1$_DFF_P_
-- sequential cells by signal (all words and copies together), names as in the netlist, 2 cells and up --
signal / cells
d1.btn_cnt: 16
div: 11
d0.btn_cnt: 16
mode: 2
lednum: 10
sp.count: 23
-- worst max-delay path, stage by stage (launching register included) --
cell and delay, ns:
dfrtp_1 0.42, inv_1 0.12, ha_1 0.28, or2_2 0.32, nor2_1 0.18, clkdlybuf4s50_1 0.49
-- synth_stat cells --
| master | instances |
|---|---|
| nor2_1 | 65 |
| xor2_1 | 37 |
| dfxtp_1 | 36 |
| dfrtp_1 | 27 |
| nand2_1 | 26 |
| inv_1 | 25 |
| nand4_1 | 20 |
| nand3_1 | 19 |
| xnor2_1 | 19 |
| edfxtp_1 | 13 |
| o21ai_0 | 11 |
| dfstp_2 | 10 |
| buf_4 | 9 |
| ha_1 | 9 |
| clkbuf_1 | 7 |
| nor3_1 | 7 |
| and4_1 | 6 |
| and3_1 | 5 |
| nor2b_1 | 4 |
| or3_1 | 4 |
| and2_1 | 3 |
| nor4_1 | 3 |
| a21oi_1 | 2 |
| a22oi_1 | 2 |
| buf_6 | 2 |
| conb_1 | 2 |
| or4_1 | 2 |
| a2111o_1 | 1 |
| a41oi_1 | 1 |
| and4_2 | 1 |
| nor3b_1 | 1 |
| nor4_4 | 1 |
| nor4b_1 | 1 |
| o221ai_2 | 1 |
| o22ai_1 | 1 |
| or2_2 | 1 |
-- metrics by stage --
step	instances	setup slack, ns	power (mW)	hold slack (ns)	area, µm²
floorplan	388	6.041	0.3179	0.3096	3844
global placement	497	5.366	0.3251	0.3148	4114
detailed placement	497	5.355	0.3251	0.3121	4114
CTS	513	4.975	0.5460	0.3322	4287
global route	513	4.853	0.5617	0.3364	4287
finish	513	4.972	0.5366	0.3304	4287
-- routing by layer --
metal	vias to the layer above	track usage, %	share of wire, %
li1	1319	-	-
met1	1191	27.75	50
met2	38	26.72	45
met3	4	5.993	4.8
met5	-	0	0
met4	0	1.587	0.89
-- layout make-up --
cell class,count,area share (%)
sequential,86,47.81
clock buffer,10,2.977
tap,99,2.890
clock inverter,6,1.051
timing repair buffer,28,6.130
inverter,25,2.189
multi-input combinational,259,36.95
-- power by group --
part / switching [mW] / total [mW] / internal [mW]
Clock: 0.116 / 0.218 / 0.102
Combinational: 0.00964 / 0.0161 / 0.00646
Sequential: 0.00358 / 0.302 / 0.299
-- cell families (layout without fill, tap and decap cells) --
| kind of cell | after synthesis | in the layout |
|---|---|---|
| simple gates | 169 | 169 |
| flops | 86 | 86 |
| xor+xnor | 56 | 56 |
| buf+inv | 43 | 69 |
| compound gates | 19 | 19 |
| fa+ha+maj | 9 | 9 |
| other cells | 2 | 6 |
Power and IR drop assume default switching activity.
